==> design/flow/design.v <==
module data_mem #(
    parameter Size = 256
)(
    input   logic   clk, we,
    input   logic   [31:0]data_addr,
    input   logic   [31:0]write_data,
    output  logic   [31:0]read_data
);
    logic [31:0] RAM [Size - 1:0];
    always_ff @(posedge clk) begin
        if(we)
            RAM[data_addr[31:2]] <= write_data;
    end
    assign read_data = RAM[data_addr[31:2]];
endmodule: data_mem
==> design/flow/run.sh <==
#!/bin/bash
# OpenROAD 26Q1-2900-gdf79404cd8, Yosys 0.63+post, stock flow scripts
make -C /OpenROAD-flow-scripts/flow DESIGN_CONFIG=/design/flow/config.mk WORK_HOME=/design/flow/orfs finish
==> design/flow/config.mk <==
export PLATFORM = sky130hd
export DESIGN_NAME = data_mem
export DESIGN_NICKNAME = data_mem
export VERILOG_FILES = /design/flow/design.v
export SDC_FILE = /design/flow/constraint.sdc
export NUM_CORES = 4
export LEC_CHECK = 1
export CORE_UTILIZATION = 30
export SYNTH_MEMORY_MAX_BITS = 65536
==> design/flow/constraint.sdc <==
current_design data_mem

set clk_period 52.6
set clk_io_pct 0.2

create_clock -name clk0 -period $clk_period [get_ports {clk}]

set non_clock_inputs [all_inputs -no_clocks]
set_input_delay [expr $clk_period * $clk_io_pct] -clock clk0 $non_clock_inputs
set_output_delay [expr $clk_period * $clk_io_pct] -clock clk0 [all_outputs]
==> metrics.log <==
[flow] final metrics
[metrics] outcome: finished clean
[metrics] number of flip-flops under the largest register name: roughly 8200
[metrics] number of antenna violations at the first check in global routing: 42
[metrics] IO Pins: 98
[metrics] DR DRC count: 0
[metrics] Final min period: 29.55 ns
[metrics] ys flops: a little over 8000
[metrics] setup repair bufs after CTS: 0
[metrics] via count of the first global-routing pass: 162608
[metrics] initial core utilization: roughly 30%
[metrics] WHS Path Cells: 1
[metrics] average footprint of a synthesized cell: 23.6 sq um
[metrics] leading post-synthesis cells by instance count: sky130_fd_sc_hd__edfxtp_1 (8192), sky130_fd_sc_hd__mux4_2 (2048), sky130_fd_sc_hd__a22oi_1 (1024)
[metrics] GRT Overall Usage: 17.1%
[metrics] sequential cell area: about 250000 sq um
[metrics] worst IR drop on VDD: ~34 uV
[metrics] share of post-route cells with drive strength above 1: about 30%
[metrics] clock buffer count from CTS: 811
[metrics] final worst-path setup slack: approximately 23 ns
[metrics] Setup WS pre-CTS: 22.71 ns
[metrics] number of gates given a new drive strength after cts: 0
[metrics] Post-CTS Hold Fix Bufs: 0
[metrics] number of instances in the synthesized netlist: 13055
[metrics] multi-input gate area in the final layout: a little over 60000 sq um
[metrics] fraction of synthesized cell area taken by the top area cell type: roughly four fifths
[metrics] hold endpoint: RAM[109][26]
[metrics] ratio of routed vias to standard cells: just over 5
[metrics] maximum number of pins on one net before global-route repair: 114
[metrics] Yosys warnings: 1
[metrics] data arrival time of the critical path: between 15 and 20 ns
[metrics] Yosys top cell by area: sky130_fd_sc_hd__edfxtp_1
[metrics] GR Overflow Total: 0
[metrics] worst slew pin tran: 1.31 ns
[metrics] final hold violation count: 0
[metrics] unrepaired setup endpoints after global routing: no
[metrics] sequential element share of the synthesized area: about four fifths
[metrics] Design Area, Final: 358000 sq um
[metrics] count leader, synth: sky130_fd_sc_hd__edfxtp_1
[metrics] port bufs: roughly 73
[metrics] launching element type of the critical path: primary input
[metrics] Core Footprint: about 1000000 sq um
[metrics] post-synth tally of flip-flops with integrated enable: between 8000 and 9000
[metrics] clk buf depth: 4
[metrics] crit end category: output port
[metrics] period utilisation layout: between 50% and 60%
[metrics] antenna viol nets, final: 0
[metrics] Cell variety after synth: 21
[metrics] Largest cells by area: sky130_fd_sc_hd__edfxtp_1 (80%), sky130_fd_sc_hd__mux4_2 (15%), sky130_fd_sc_hd__a22oi_1 (2.5%)
[metrics] worst min-delay path category: in -> reg
[metrics] HPWL after detailed placement: between 400 and 500 mm
[metrics] first-pass GRT wire length: around 1200 mm
[metrics] placer's final routability congestion estimate: 0.907
[metrics] highest net fanout along the worst path: 68
[metrics] highest clock frequency the design can meet: 0.0338 GHz
[metrics] Vias: between 100k and 150k
[metrics] setup violators final: 0
[metrics] kind of critical path: in -> out
[metrics] DRT iter0 DRCs: 8918
[metrics] overall die width: between 1 and 1.5 mm
[metrics] Cell Rows: 372
[metrics] Filler Cells Inserted: 92331
[metrics] worst min-delay path startpoint: write_data[26]
[metrics] Synth-to-Final Area Change: 16.0%
[metrics] area of the die: about 1000000 sq um
[metrics] routed wire length: slightly above 800 mm
[metrics] clock tree from TritonCTS: done
[metrics] top_reg_cell synth: sky130_fd_sc_hd__edfxtp_1
[metrics] ratio of total power to cell area: ~37 nW/um^2
[metrics] warning total across the stage logs: 62
[metrics] mean routed wirelength per cell: around 29 um
[metrics] Async SR Flop Fraction: 0%
[metrics] clk sink count: about 8200
[metrics] register clock-pin slew on the reported worst setup and hold paths: approximately 0.06 ns
[metrics] iteration count of the initial detailed-routing pass: 8
[metrics] Static Leak: 107 nW
[metrics] y dimension of the die: between 1 and 1.5 mm
[metrics] Placed Area: 332000 sq um
[metrics] normalized max-slew margin: between 10% and 20%
[metrics] Final Slew Violations: 0
[metrics] chip area in the Yosys report: around 310000 sq um
[metrics] MaxCap Viol Count: 0
[metrics] WP data required: 42.08 ns
[metrics] cell area after synthesis: 308000 sq um
[metrics] end-of-flow core utilization: 34.9%
[metrics] number of cells in Yosys stat: 13055
[metrics] CTS H-tree lvls: 6
[metrics] final total negative setup slack: 0 ns
[metrics] clock root cell: sky130_fd_sc_hd__clkbuf_16
[critical path, stage by stage]
cell	delay, ns
sky130_fd_sc_hd__buf_16	0.37
sky130_fd_sc_hd__buf_4	0.62
sky130_fd_sc_hd__buf_4	0.57
sky130_fd_sc_hd__buf_4	0.50
sky130_fd_sc_hd__buf_4	0.50
sky130_fd_sc_hd__buf_4	0.48
sky130_fd_sc_hd__buf_4	0.48
sky130_fd_sc_hd__buf_4	0.56
sky130_fd_sc_hd__buf_4	0.66
sky130_fd_sc_hd__mux4_2	0.58
sky130_fd_sc_hd__a22oi_1	0.19
sky130_fd_sc_hd__a21oi_1	0.20
sky130_fd_sc_hd__o41ai_2	1.08
sky130_fd_sc_hd__buf_4	0.24
sky130_fd_sc_hd__nand4_1	0.62
sky130_fd_sc_hd__clkdlybuf4s50_1	0.63
[cells by family after synthesis]
| logic type | share of synthesized area (%) |
|---|---|
| muxes | 15.0 |
| DFF | 79.8 |
| AOI/OAI and AO/OA | 3.69 |
| buffers and inverters | 1.09 |
| and+or+nand+nor | 0.490 |
[worst max-delay path by stage]
stage             from       endpoint  slack, ns  cells past startpoint
6_report  data_addr[2]  read_data[10]      23.05                     16
5_1_grt   data_addr[2]   read_data[8]      22.43                     16
4_1_cts   data_addr[2]   read_data[8]      22.71                     16
[placed cells by master (no fill, tap or decap), types with 6 or more instances in the layout]
master and instances:
sky130_fd_sc_hd__bufinv_16 46, sky130_fd_sc_hd__clkinv_2 119, sky130_fd_sc_hd__nand2_2 14, sky130_fd_sc_hd__clkdlybuf4s50_1 39
sky130_fd_sc_hd__edfxtp_1 8192, sky130_fd_sc_hd__o41ai_4 9, sky130_fd_sc_hd__o41ai_2 94, sky130_fd_sc_hd__nor2_4 228
sky130_fd_sc_hd__inv_6 8, sky130_fd_sc_hd__nor3_2 30, sky130_fd_sc_hd__diode_2 59, sky130_fd_sc_hd__clkinv_4 6
sky130_fd_sc_hd__mux4_2 2048, sky130_fd_sc_hd__inv_16 11, sky130_fd_sc_hd__nand4_1 32, sky130_fd_sc_hd__a21oi_1 510
sky130_fd_sc_hd__o41ai_1 25, sky130_fd_sc_hd__clkinv_1 210, sky130_fd_sc_hd__clkinvlp_4 13, sky130_fd_sc_hd__clkinv_8 12
sky130_fd_sc_hd__nand3_4 8, sky130_fd_sc_hd__nand2_1 12, sky130_fd_sc_hd__clkbuf_1 194, sky130_fd_sc_hd__buf_12 18
sky130_fd_sc_hd__a22oi_1 1024, sky130_fd_sc_hd__clkinv_16 25, sky130_fd_sc_hd__buf_4 802, sky130_fd_sc_hd__buf_8 32
sky130_fd_sc_hd__clkbuf_16 814
[power by group]
part           switching [mW]  leakage, nW  total [mW]  internal (mW)
clock network            2.45         12.3        5.52           3.08
registers             0.00279         73.6        7.20           7.20
logic                   0.421         21.2       0.634          0.213
[layout make-up]
cell class / instances / share of cell area [%]
clock buffers: 1008 / 5.90
repair buffers: 893 / 2.04
diodes: 59 / 0.0413
clock inverters: 452 / 1.17
flip-flops and latches: 8192 / 68.8
multi-input cells: 4066 / 17.3
well taps: 13651 / 4.77
inverters: 1 / 0.00105
[per-layer routing]
layer  share of wire (%)  GRT usage, %  wire (um)
met1                  29          16.7     241000
met2                  46          25.1     381000
met3                  19          15.4     161000
met4                 5.2          6.97      43000
met5                0.13         0.975       1050
[per-stage QoR]
stage               hold WS (ns)  power, mW  cells
floorplan                  10.62       7.64  13055
global placement           10.89       7.97  26803
detailed placement         10.90       7.98  26803
CTS                         9.64       13.5  28263
global route                9.69       13.7  28299
finish                      9.71       13.4  28322
No activity file was given, so power comes from the tool's default toggle rates.
