File: flow/design.v
module register_file (
    input   logic   clk, we,
    input   logic   [4:0]r_addr_1,
    input   logic   [4:0]r_addr_2,
    input   logic   [4:0]w_addr,
    input   logic   [31:0]write_data,
    output  logic   [31:0]rd_data_1,
    output  logic   [31:0]rd_data_2
);
    logic [31:0] RegFile[31:0];
    always_ff @(posedge clk) begin
        if(we)
            RegFile[w_addr] <= write_data;
    end
    assign rd_data_1 = r_addr_1? RegFile[r_addr_1]: 0;
    assign rd_data_2 = r_addr_2? RegFile[r_addr_2]: 0;
endmodule
File: flow/run.sh
#!/bin/bash
# OpenROAD 26Q1-2900-gdf79404cd8, Yosys 0.63+post, stock flow scripts
make -C /OpenROAD-flow-scripts/flow DESIGN_CONFIG=/design/flow/config.mk WORK_HOME=/design/flow/orfs finish
File: flow/config.mk
export PLATFORM = sky130hd
export DESIGN_NAME = register_file
export DESIGN_NICKNAME = register_file
export VERILOG_FILES = /design/flow/design.v
export SDC_FILE = /design/flow/constraint.sdc
export NUM_CORES = 4
export LEC_CHECK = 1
export CORE_UTILIZATION = 50
File: flow/constraint.sdc
current_design register_file

set clk_period 9.9
set clk_io_pct 0.2

create_clock -name clk0 -period $clk_period [get_ports {clk}]

set non_clock_inputs [all_inputs -no_clocks]
set_input_delay [expr $clk_period * $clk_io_pct] -clock clk0 $non_clock_inputs
set_output_delay [expr $clk_period * $clk_io_pct] -clock clk0 [all_outputs]
==> impl_metrics.json <==
{
  "status": "completed",
  "cts.clk_slew.worst_paths_ps": 60,
  "post-cts-setup-buffer-count": 0,
  "dieArea_mm2": 0.09515,
  "synthCells": 2400,
  "fmax_mhz": 123.6,
  "synth.avg_cell_area_um2": 19.57,
  "tool_warnings": 26,
  "postPlaceCellArea_mm2": 0.05003,
  "top_register": "RegFile",
  "grt_pass1_wl_um": 209800,
  "finalSetupViolCount": 0,
  "dp_hpwl_um": 89920,
  "ys_seq_share_pct": 65.48,
  "cp_max_fo": 23,
  "gp_congestion": 0.9165,
  "lay_top_cells": "edfxtp_1 (1024), mux4_2 (425), mux2i_1 (183), buf_4 (127), clkbuf_16 (107)",
  "io_buffer_count": 112,
  "fin_cells": 3885,
  "die_x_um": 308.5,
  "yosysWarnings": 1,
  "cts_buffers": 106,
  "root_buffer": "clkbuf_16",
  "drtIter0Drc": 1969,
  "cts_htree_levels": 3,
  "crit_slowest_cell": "nor3_1",
  "synth_flops": 1024,
  "rows": 112,
  "synth_cell_types": 40,
  "reg.largest.list": "RegFile: 1024 flops",
  "cp_num_buf_inv": 4,
  "maxSlewHeadroom_pct": 15.14,
  "end_kind": "primary output",
  "drt_first_pass_iters": 5,
  "hold_viol_final": 0,
  "drc": 0,
  "drive_gt1_share_pct": 29.07,
  "irDropWorstVdd_mv": 0.1283,
  "critPathLaunchType": "primary input",
  "ant_nets": 0,
  "cts-hold-fix-buffers": 0,
  "required_ps": 7920,
  "finalMaxSlewViolations": 0,
  "num_io_pins": 113,
  "min_period_over_period_pct": 81.72,
  "cap_violations": 0,
  "syn_to_final_growth_pct": 13.54,
  "crit_chain": "clkdlybuf4s50_1 > or3b_2 > buf_4 > buf_4 > o22ai_1 > a2111oi_0 > nor3_1 > clkdlybuf4s50_1",
  "cts_resized": 0,
  "gr-usage-all-layers_pct": 36.12,
  "fp_util_pct": 50.39,
  "slowest_delay_ps": 1040,
  "yosys_cells": 2400,
  "grt_overflow": 0,
  "crit_arrival_ps": 6110,
  "routed_via_density": 6.837,
  "largest_register_ffs": 1024,
  "cts_tree": "yes",
  "tightest_slew_ps": 1263,
  "dpl_worst_slack_ps": 2046,
  "numClockSinks": 1024,
  "worst_hold_path_type": "in2reg",
  "grt_max_degree": 99,
  "crit_type": "in2out",
  "grt_pass1_vias": 29630,
  "max-clock-path-buffers": 3,
  "mostFrequentLayoutCell": "edfxtp_1",
  "antenna_found_initial": 8,
  "fin_crit_ps": 8090,
  "routed_wire_length_per_instance_um": 38.20,
  "yosys_area_mm2": 0.04696,
  "tns_ps": 0,
  "stdcell_area_mm2": 0.05332,
  "wl_um": 148400,
  "crit_family": "buffers and inverters",
  "die_y_um": 308.5,
  "placedCellCount": 3697,
  "utilization_pct": 57.22,
  "fin_ws_ps": 1810,
  "power.density_mw_per_mm2": 179.3,
  "leakagePower_uw": 0.01708,
  "coreArea_mm2": 0.09319,
  "rsz0062_at_grt": "no",
  "netlist_area_mm2": 0.04696,
  "via_count": 26560
}
## cell type report
cell class	count	area [um2]
fillers	6684	39870
flip-flops and latches	1024	30750
multi-input cells	1150	15430
clock buffers	128	2756
repair buffers	244	2182
well taps	1254	1569
clock inverters	54	520.5
inverters	25	96.34
diodes	6	15.01
## through the flow
step	hold slack, ps	power, uW
floorplan	2079	5395
global placement	2802	5792
detailed placement	2816	5803
CTS	2109	9597
global route	2148	9817
finish	2132	9559
## report_power, final
group / internal, uW / leakage [uW] / switching (uW)
clock: 2220 / 0.00161 / 1610
combinational: 367 / 0.00625 / 510
sequential: 4830 / 0.00922 / 21.0
total: 7410 / 0.0171 / 2150
## cell families after synthesis
kind of cell    after synthesis  synth area share [%]
flops                      1024                 65.48
mux                         632                 24.86
compound gates              331                 5.409
buf+inv                     226                 2.313
simple gates                187                 1.940
## Yosys cell counts (all sizes together)
| cell | number | area [um2] |
|---|---|---|
| or3 | 2 | 12.51 |
| a2111oi | 31 | 271.5 |
| a211o | 23 | 201.4 |
| nand2b | 3 | 18.77 |
| o22a | 1 | 8.760 |
| mux4 | 425 | 9572 |
| a22o | 62 | 543.0 |
| nor2b | 8 | 50.05 |
| a211oi | 47 | 352.8 |
| nand3b | 7 | 52.55 |
| o22ai | 55 | 344.1 |
| mux2i | 183 | 1832 |
| nor4b | 1 | 15.01 |
| o211ai | 1 | 7.510 |
| o221ai | 31 | 271.5 |
| mux2 | 24 | 270.3 |
| or3b | 5 | 43.80 |
| buf | 97 | 601.8 |
| and2 | 13 | 81.33 |
| nand2 | 65 | 244.0 |
| nand3 | 4 | 20.02 |
| inv | 25 | 93.84 |
| and3 | 1 | 6.260 |
| a21boi | 1 | 7.510 |
| a21oi | 46 | 230.2 |
| a221o | 1 | 10.01 |
| and4 | 1 | 8.760 |
| nor3 | 33 | 170.2 |
| nor4 | 9 | 56.30 |
| a32o | 9 | 90.09 |
| nor2 | 35 | 131.4 |
| edfxtp | 1024 | 30750 |
| clkbuf | 104 | 390.4 |
| a221oi | 23 | 201.4 |
## worst paths after layout
check	from	endpoint	slack, ps	depth (start not counted)
worst min-delay path	write_data[19]	RegFile[5][19]$_DFFE_PP_	2130	2
worst max-delay path	r_addr_2[3]	rd_data_2[6]	1810	8
## per-layer routing
metal,vias to the layer above,track usage (%),part of all wire (%)
met5,-,6.253,0.46
met4,22,10.74,4.0
met3,353,33.76,22
met2,2222,49.48,45
met1,13230,40.37,28
li1,10730,-,-
Power and IR drop assume default switching activity.
