### flow/design.v
module alu #(parameter Width = 32)(
    input   [Width-1:0] a_i,
    input   [Width-1:0] b_i,
    input   [2:0]      alu_control_i,
    output  logic   [Width-1:0] result_o,
    output  logic               zero
);
    always_comb begin
        case(alu_control_i)
            3'b000:   result_o = a_i & b_i;      
            3'b001:   result_o = a_i | b_i;      
            3'b010:   result_o = a_i + b_i;      
            3'b011:   result_o = a_i << b_i;     
            3'b100:   result_o = a_i >> b_i;     
            3'b101:   result_o = $signed(a_i) >>> b_i;   
            3'b110:   result_o = a_i - b_i;      
            3'b111:   result_o = $signed(a_i) < $signed(b_i);   
        default: result_o = 3'd0;
        endcase
    end
    assign zero = !result_o;
endmodule
### flow/run.sh
#!/bin/bash
# OpenROAD 26Q1-2900-gdf79404cd8, Yosys 0.63+post, stock flow scripts
make -C /OpenROAD-flow-scripts/flow DESIGN_CONFIG=/design/flow/config.mk WORK_HOME=/design/flow/orfs finish
### flow/constraint.sdc
current_design alu

set clk_period 18.2
set clk_io_pct 0.2

create_clock -name clk0 -period $clk_period

set non_clock_inputs [all_inputs -no_clocks]
set_input_delay [expr $clk_period * $clk_io_pct] -clock clk0 $non_clock_inputs
set_output_delay [expr $clk_period * $clk_io_pct] -clock clk0 [all_outputs]
### flow/config.mk
export PLATFORM = sky130hd
export DESIGN_NAME = alu
export DESIGN_NICKNAME = alu
export VERILOG_FILES = /design/flow/design.v
export SDC_FILE = /design/flow/constraint.sdc
export NUM_CORES = 4
export LEC_CHECK = 1
export CORE_UTILIZATION = 30
==> run notes <==
yosys + openroad results -> Rows=68, Max-area cell share=11.69%, DR vias=13174, Slew Limit Fails=0, placed cells=2002, Post-Syn Area=10490 sq um, Crit. Startpoint=b_i[4], Initial DRT Pass Iterations=6, IO Pins=100, vias in the first global route=12397, # resized after CTS=0, Core Region=34460 sq um, gp weighted congestion=1.076, global-route wire length before repair=89130 um, final setup vio count=0, slew margin rel.=27.30%, crit start category=input pin, PwrDens=33.22 nW/um^2, area grow syn2layout=13.84%, grt ovf=0, initial antenna violation count=2, Setup TNS=0 ps, Post-route DRC=0, via/cell ratio=6.574, yosys warns=1, Post-CTS Setup Bufs=0, # hold bufs at CTS=0, power consumption=0.0003968 W, Layout Cells excl Fill=2004, Core Util, Final=34.67%, Register Area=0 sq um, ANT nets after route=0, layout cells sized above 1=11.57%, critical path endpoint=zero, registers=0, gr usage total=34.86%, P_leak=4.757 nW, Seq share, synth=0%, Worst setup EP type=primary output, max_cap viols=0, final WL=62220 um, Worst VDD drop=0.02022 mV, CP Class=in -> out, Die Width=189.0 um, fmax=75.88 MHz, chip area=35730 sq um, yosys cell count=1521, Post-Synthesis Cells=1521, period utilization=72.41%, I/O Buffers=100, chip height=189.0 um, fp util=30.45%, Synth area leader=ha_1, Worst-Margin Slew=1079 ps, crit path DRT=14560 ps, pin count of the biggest net entering global routing=55, worst-path maximum fanout=18, wire per inst=31.05 um, CLK BUF=0, Arr. time, crit path=9540 ps, hold slack=8553 ps, syn avg cell area=6.898 sq um, First DRT Iteration DRCs=1469, Post-DP HPWL=49180 um, OpenROAD warnings=98, Hold Path Class=in -> out, yosys synthesis chip area=10490 sq um, unrepaired setup endpoints after global routing=false, distinct cell type count after synthesis=81, cell with the most instances after synthesis=nand2_1, status=finished clean, final hold violations=0, top cells by count, synth=nand2_1 (146), nor2_1 (130), a21oi_1 (127), minimum clock period=13180 ps, top cells, area=ha_1 (12%), mux4_2 (11%), a21oi_1 (6.1%), mux2i_1 (5.4%), nand2_1 (5.2%)
cells in the final DEF (no fill, tap or decap), drive strengths merged, types with 37 or more instances in the layout:
cell,count
clkdlybuf4s50,96
nand3,37
ha,98
buf,58
mux4,52
nor2,131
nor3,41
a21oi,127
inv,101
nand2,146
o21ai,90
mux2,40
mux2i,57
worst min-delay path by stage:
stage	from	endpoint	slack, ps	depth (start not counted)
finish	b_i[1]	result_o[1]	8550	5
CTS	alu_control_i[1]	result_o[27]	8540	5
global route	alu_control_i[1]	result_o[27]	8600	5
logic make-up (layout without fill, tap and decap cells):
kind of cell | count (synthesis) | after routing | synth area share [%]
fa+ha+maj | 100 | 100 | 12.07
buf+inv | 232 | 258 | 8.729
xor+xnor | 28 | 28 | 2.337
other cells | 0 | 2 | 0
mux | 149 | 149 | 20.89
simple gates | 486 | 486 | 22.04
compound gates | 526 | 526 | 33.94
area by class of cell:
class | instances | area, sq um
Multi-Input combinational cell | 1289 | 9587
Antenna cell | 2 | 5.005
Timing Repair Buffer | 154 | 1394
Tap cell | 455 | 569.3
Fill cell | 3735 | 22510
Inverter | 104 | 390.4
routing by layer:
layer / wire (um) / global-route usage [%] / share of wire, % / up-vias
met1: 26190 / 48.83 / 42 / 6408
li1: - / - / - / 5829
met3: 5263 / 6.131 / 8.5 / 151
met4: 2837 / 12.75 / 4.6 / 2
met5: 11 / 0 / 0.018 / -
met2: 27920 / 53.97 / 45 / 784
critical path, stage by stage:
cell and delay, ps:
clkdlybuf4s50_1 960, clkinv_1 620, ha_1 540, a21o_1 190, a21oi_1 250, a2bb2oi_1 680, nand2_1 160, a21boi_0 260
xnor2_1 100, a21oi_1 140, o21ai_0 100, or4_1 560, or4_1 650, nor3_2 210, clkdlybuf4s50_1 470
power by group:
group | internal [W] | total (W) | switching, W
registers | 0 | 0 | 0
clock network | 0.0000000000166 | 0.0000000000166 | 0
logic | 0.000151 | 0.000397 | 0.000246
total | 0.000151 | 0.000397 | 0.000246
through the flow:
step | instance area, sq um | setup slack [ps]
2_1_floorplan | 10490 | 6701
3_3_place_gp | 11940 | 5250
3_5_place_dp | 11940 | 5188
4_1_cts | 11940 | 5167
5_1_grt | 11940 | 4782
6_report | 11950 | 5021
Power is estimated from default activity; no workload was simulated.
